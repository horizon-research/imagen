`flow/design.v`:
```
module LBController
#(
    parameter LINES = 4,
    parameter LINE_BITS = $clog2(LINES),
    parameter WIDTH = 1920,
    parameter OFFSET = 0,
    parameter AW = $clog2(WIDTH),
    parameter SW = 1,
    parameter SH = 1,
    parameter PAD_TOP = 1,
    parameter PAD_RIGHT = 1,
    parameter PAD_LEFT = 1,
    parameter PORTS = 2
)
(
    input logic clk,
    input logic valid,
    input logic start,
    output logic [LINE_BITS-1:0] addrX [SH-1:0],          
    output logic [AW-1:0] addrY,         
    output logic rowComplete,                     
    output logic [PAD_TOP:0] topPadMask,
    output logic [PAD_LEFT:0] leftPadMask,
    output logic [PAD_RIGHT:0] rightPadMask
);
logic [AW-1:0] colNum;
logic [LINE_BITS-1:0] lineNum;
logic [AW-1:0] colNumNext;               
logic [LINE_BITS-1:0] lineNumNext;               
logic colDone;
logic linesDone;
logic padRowDone;
logic [PAD_TOP:0] topPadMaskNext;
logic [PAD_LEFT:0] leftPadMaskNext;
logic [PAD_RIGHT:0] rightPadMaskNext;
always_ff @(posedge clk or negedge start) begin
    if(!start) begin
        colNum <= OFFSET;
    end
    else if(rowComplete) begin
        colNum <= '0;
    end
    else begin
        colNum <= colNumNext;
    end
end
assign colNumNext = valid? colNum+1'd1 : colNum;
always_ff @(posedge clk or negedge start) begin
    if (!start) begin
        rowComplete <= '0;
    end
    else if(colDone) begin
        rowComplete <= '1;
    end
    else begin
        rowComplete <= '0;
    end
end
assign colDone = colNumNext == WIDTH-1?1'b1:1'b0;
assign linesDone = ((lineNum == LINES-1) && rowComplete)? 'd1 : 0;
always_ff @(posedge clk or negedge start) begin
    if(!start) begin
        topPadMask<=PAD_TOP;
    end
    else if (rowComplete) begin
        topPadMask<=topPadMaskNext;
    end
end
assign topPadMaskNext = valid?(topPadMask==0? 'd0 : topPadMask - 1'd1) : topPadMask;
always_ff @(posedge clk or negedge start) begin
    if(!start) begin
        leftPadMask <= PAD_LEFT;
    end
    else if (rowComplete) begin
        leftPadMask<=PAD_LEFT;
    end
    else begin 
        leftPadMask <= leftPadMaskNext;
    end
end
assign leftPadMaskNext = valid?(leftPadMask==0? 'd0 : (rightPadMask==0? leftPadMask - 1'd1: leftPadMask)) : leftPadMask;
always_ff @(posedge clk or negedge start) begin
    if(!start) begin
        rightPadMask <= 0;
    end
    else if (rowComplete) begin
        rightPadMask<=PAD_RIGHT;
    end
    else begin 
        rightPadMask <= rightPadMaskNext;
    end
end
assign rightPadMaskNext = valid?(rightPadMask==0? 'd0 : rightPadMask - 1'd1) : rightPadMask;
always_ff @(posedge clk or negedge start) begin
    if (!start) begin
        lineNum <= '0;
    end
    else if (linesDone && rowComplete) begin
        lineNum <= '0;
    end
    else if (rowComplete) begin
        lineNum <= lineNumNext;
    end
    else begin
    end
end
assign lineNumNext = (valid)?(linesDone? 'd0 : (topPadMask>0)? 'd0 : lineNum+1) : lineNum;
assign addrY = colNum;
assign addrX[0] = lineNum-topPadMask;
genvar i;
generate
    for (i=1;i<SH;i++) begin
        assign addrX[i] = (addrX[i-1]==LINES-1)? 'd0 : addrX[i-1]+'d1;
    end
endgenerate
endmodule
```
`flow/run.sh`:
```
#!/bin/bash
# OpenROAD 26Q1-2900-gdf79404cd8, Yosys 0.63+post, stock flow scripts
make -C /OpenROAD-flow-scripts/flow DESIGN_CONFIG=/design/flow/config.mk WORK_HOME=/design/flow/orfs finish
```
`flow/config.mk`:
```
export PLATFORM = sky130hd
export DESIGN_NAME = LBController
export DESIGN_NICKNAME = LBController
export VERILOG_FILES = /design/flow/design.v
export SDC_FILE = /design/flow/constraint.sdc
export NUM_CORES = 4
export LEC_CHECK = 1
export CORE_AREA = 10 10 92 92
export DIE_AREA = 0 0 102 102
export SYNTH_HDL_FRONTEND = slang
```
`flow/constraint.sdc`:
```
current_design LBController

set clk_period 2.9
set clk_io_pct 0.2

create_clock -name clk0 -period $clk_period [get_ports {clk}]

set non_clock_inputs [all_inputs -no_clocks]
set_input_delay [expr $clk_period * $clk_io_pct] -clock clk0 $non_clock_inputs
set_output_delay [expr $clk_period * $clk_io_pct] -clock clk0 [all_outputs]
```
==> ci_impl_report.md <==
### Metrics collected by this job

| Metric | Value |
|---|---|
| Area added between synthesis and finish | `33.3%` |
| Yosys stat area | `1060 um2` |
| Category of the critical setup timing path | `flip-flop to output pin` |
| Placeable core region | `roughly 6500 um2` |
| Clock tree from TritonCTS | `done` |
| Maximum root-to-sink buffer count | `2` |
| Placement-stage cell area | `1340 um2` |
| Late-Pin Clk Latency | `around 260 ps` |
| Proportion of synthesized chip area in sequential cells | `47.5%` |
| Crit end category | `output pin` |
| Layout cell share with drive strength beyond 1 | `8.80%` |
| Total of buffers placed on input and output ports | `22` |
| Largest delay contributor family on the critical path | `flip-flops` |
| Post-Layout Inst Area | `roughly 1400 um2` |
| Effective utilization at floorplan | `16.4%` |
| CP required | `~2300 ps` |
| Avg WL per Cell | `11.9 um` |
| CTS Hold Buffers Added | `0` |
| Cell area after technology mapping | `about 1100 um2` |
| GPL Wtd Cong | `0.824` |
| IO Count | `23` |
| Pin count of the biggest net entering global routing | `21` |
| Height of the die | `102 um` |
| Register-to-Register Path Depth | `5` |
| Main area contributors after synthesis | `sky130_fd_sc_hd__dfrtp_1 (43%), sky130_fd_sc_hd__xor2_1 (5.8%), sky130_fd_sc_hd__dfstp_2 (5.0%)` |
| Power density over cell area | `about 620 nW/um2` |
| Worst path depth | `4` |
| Total number of placement rows | `29` |
| Max-slew violation total from the final report | `0` |
| Via density per instance | `just over 4` |
| Area share of the leading cell type in the synthesized netlist | `a little over two fifths` |
| Cell chosen for the clock root | `sky130_fd_sc_hd__clkbuf_8` |
| Synthesized registers | `20` |
| Combined buffer and inverter count along the critical path | `1` |
| Class of the most critical hold timing path | `flip-flop to flip-flop` |
| Leading cell types in the layout, fill and taps excluded | `sky130_fd_sc_hd__clkdlybuf4s50_1 (22), sky130_fd_sc_hd__dfrtp_1 (18), sky130_fd_sc_hd__nor2_1 (11), sky130_fd_sc_hd__xor2_1 (7), sky130_fd_sc_hd__nand2_1 (7)` |
| Wire length the detailed router placed on met1 | `1200 um` |
| Worst-path cell with the longest stage delay | `sky130_fd_sc_hd__dfstp_2` |
| Remaining routing DRC violations | `0` |
| Number of instances on the worst hold path | `2` |
| Maximum frequency from static timing analysis | `between 400 and 500 MHz` |
| Most frequent CP cell | `sky130_fd_sc_hd__xnor2_1` |
| Initial drt markers | `46` |
| Die area | `10400 um2` |
| Highest metal layer used by the detailed router | `met4` |
| Warnings from Yosys | `0` |
| Cell type with the highest aggregate area in the netlist | `sky130_fd_sc_hd__dfrtp_1` |
| Number of detailed-routing iterations run before antenna repair | `4` |
| Number of CTS-inserted buffers | `3` |
| Flip-flop cell with the highest count after synthesis | `sky130_fd_sc_hd__dfrtp_1` |
| Asr flop ratio synth | `~100%` |
| Count of H-tree levels built during CTS | `1` |
| Number of nets with antenna violations after routing | `0` |
| Floorplan die width | `102 um` |
| Total met2 wirelength after detailed routing | `approximately 1100 um` |
| Final setup vio count | `0` |
| Setup repair after global routing missed its margin | `no` |
| Leakage | `between 0.5 and 0.6 nW` |
| Initial antenna violation count | `0` |
| Met3 wire length | `86 um` |
| Startpoint type of the worst setup path | `flip-flop` |
| Worst clock skew on the final layout | `1.37 ps` |
| Actual transition at the worst max-transition pin | `600 ps` |
| Cell Chain, Critical Path | `ha_1 > xnor2_1 > xnor2_1 > clkdlybuf4s50_1` |
| Highest cell delay on the worst timing path | `between 500 and 600 ps` |
| Largest driver fanout on the critical path | `6` |
| Post-route worst hold slack | `between 500 and 600 ps` |
| Total grt overflow | `0` |
| Synthesized area divided by synthesized cell count | `10.2 um2` |
| Via count of the first global-routing pass | `758` |
| Peak supply drop | `0.000321 V` |
| Final Hold Viols | `0` |
| Final WL | `2400 um` |
| Final antenna diode count | `0` |
| Final cycle utilization of the critical path | `80.6%` |
| CTS sink cnt | `20` |
| Clock period minus final worst setup slack | `2340 ps` |
| Worst slew margin | `60.0%` |
| First-pass GRT wire length | `3880 um` |
| Final HPWL from detailed placement | `~1800 um` |
| Dominant logic cell type in the layout | `sky130_fd_sc_hd__clkdlybuf4s50_1` |
| Status | `completed` |
| Global-route usage over all layers | `under 10%` |
| Post-synthesis cell count from yosys | `104` |
| Clk slew on worst S/H paths | `80 ps` |
| Cell resize tally after clock tree synthesis | `0` |
| # Max-Cap Violations | `0` |
| Endpoint arrival time on the critical path | `1760 ps` |
| Synthesized instance count | `~100` |
| Post-CTS setup repair buffer count | `0` |
| Distinct cell type count of the synthesized netlist | `37` |
| Number of synthesized flops with an enable pin | `0` |
| Tally of OpenROAD warnings | `25` |
| Setup_tns | `0 ps` |
| Via count of the routed design | `slightly above 800` |
## area by class of cell
type	instances	area (um2)
fillers	692	5050
flip-flops and latches	20	503
multi-input cells	75	502
repair buffers	23	228
well taps	77	96.3
clock buffers	3	41.3
clock inverters	1	30.0
inverters	3	11.3
## worst min-delay path, stage by stage, from the launching register on
cell	delay, ps
sky130_fd_sc_hd__dfstp_2	400
sky130_fd_sc_hd__nand2_1	50
sky130_fd_sc_hd__o21ai_0	70
## worst paths after layout
kind,slack (ps),to,startpoint
setup / recovery,560,addrX[1],topPadMask[0]
hold / removal,520,topPadMask[0],topPadMask[0]
setup reg to reg,1210,rowComplete,addrY[0]
hold reg to reg,520,topPadMask[0],topPadMask[0]
max in group asynchronous,1970,leftPadMask[0],start
min in group asynchronous,660,addrY[6],start
## metrics by stage
| step | instances | worst slack, ps | power, mW | utilization [%] |
|---|---|---|---|---|
| 2_1_floorplan | 104 | 1340 | 0.504 | - |
| 3_5_place_dp | 198 | 561 | 0.609 | 20.7 |
| 5_1_grt | 202 | 456 | 0.942 | 21.9 |
| 4_1_cts | 202 | 536 | 0.894 | 21.9 |
| 3_3_place_gp | 198 | 616 | 0.608 | 20.7 |
| 6_report | 202 | 562 | 0.880 | 21.9 |
## registers in the layout, summed over array words and instances, names as in the netlist
name,count
rowComplete,1
addrY,11
lineNum,2
leftPadMask,2
topPadMask,2
rightPadMask,2
## routing by layer
layer | vias up | track usage [%]
li1 | 402 | -
met5 | - | 0
met2 | 12 | 7.26
met1 | 408 | 6.34
met3 | 2 | 0.682
met4 | 0 | 1.08
## Yosys cell counts, types with 2 or more instances
cell / n
sky130_fd_sc_hd__dfstp_2: 2
sky130_fd_sc_hd__xor2_1: 7
sky130_fd_sc_hd__and4_1: 3
sky130_fd_sc_hd__nand2_1: 7
sky130_fd_sc_hd__nand3_1: 4
sky130_fd_sc_hd__buf_6: 2
sky130_fd_sc_hd__nor2_1: 11
sky130_fd_sc_hd__ha_1: 3
sky130_fd_sc_hd__clkbuf_1: 2
sky130_fd_sc_hd__nor3b_1: 2
sky130_fd_sc_hd__dfrtp_1: 18
sky130_fd_sc_hd__inv_1: 3
sky130_fd_sc_hd__nor3_1: 2
sky130_fd_sc_hd__o21ai_0: 3
sky130_fd_sc_hd__xnor2_1: 6
sky130_fd_sc_hd__a21oi_1: 4
sky130_fd_sc_hd__nand2b_1: 4
sky130_fd_sc_hd__nand4_1: 2
## power breakdown
group	internal (mW)	switching, mW
Combinational	0.132	0.0746
Sequential	0.321	0.0719
Clock	0.184	0.0956
Total	0.638	0.242
## cell families (layout without fill, tap and decap cells)
logic type / Yosys count / after routing / synth area share, %
AND-OR/OR-AND: 14 / 14 / 9.34
XOR/XNOR: 13 / 13 / 10.8
adder cells (fa/ha/maj): 3 / 3 / 3.55
buffers and inverters: 9 / 30 / 5.08
flip-flops: 20 / 20 / 47.5
AND/OR/NAND/NOR: 45 / 45 / 23.8
No activity file was given, so power comes from the tool's default toggle rates.
